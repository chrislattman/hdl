### config.mk
export PLATFORM = sky130hd
export DESIGN_NAME = count_4_r_v
export DESIGN_NICKNAME = count_4_r_v
export VERILOG_FILES = /design/flow/design.v
export SDC_FILE = /design/flow/constraint.sdc
export NUM_CORES = 4
export LEC_CHECK = 1
export CORE_AREA = 10 10 70 70
export DIE_AREA = 0 0 80 80
### constraint.sdc
current_design count_4_r_v

set clk_period 1.6
set clk_io_pct 0.2

create_clock -name clk0 -period $clk_period [get_ports {CLK}]

set non_clock_inputs [all_inputs -no_clocks]
set_input_delay [expr $clk_period * $clk_io_pct] -clock clk0 $non_clock_inputs
set_output_delay [expr $clk_period * $clk_io_pct] -clock clk0 [all_outputs]
### design.v
module count_4_r_v(CLK, RESET, EN, Q, CO);
    input CLK, RESET, EN;
    output reg [3:0] Q;
    output wire CO;
    assign CO = (Q == 4'b1111 && EN == 1'b1) ? 1 : 0;
    always @(posedge CLK or posedge RESET) begin
        if (RESET)
            Q <= 4'b0000;
        else if (EN)
            Q <= Q + 4'b0001;
    end
endmodule
### run.sh
#!/bin/bash
# OpenROAD 26Q1-2900-gdf79404cd8, Yosys 0.63+post, stock flow scripts
make -C /OpenROAD-flow-scripts/flow DESIGN_CONFIG=/design/flow/config.mk WORK_HOME=/design/flow/orfs finish
==> summary.txt <==
Implementation numbers.

- The number of hold buffers added after CTS reads 0.
- The root cell of the clock tree is clkbuf_4.
- RePlAce ended its routability-driven mode at a weighted congestion of 0.7094.
- STA classifies the critical path endpoint as an output pin.
- Per the run report, area growth between synthesis and finish was 105.8%.
- The clock tree skew after final layout is 0.002764 ns.
- The post-synthesis cell type with the largest combined area is dfrtp_1.
- Setup repair after global routing left no endpoint under its margin.
- The maximum fanout along the worst path reads 3.
- Summing every instance area after synthesis gives 171.4 um2.
- The post-layout instance area is 352.8 um2.
- The arrival time reported for the critical path endpoint reads 1.17 ns.
- The critical path launch point type is a flip-flop.
- The sum of negative setup slack is 0 ns.
- The post-synthesis sequential area ratio reads 58.39%.
- The final max-slew violation count is 0.
- The required time at the worst-slack endpoint is 1.28 ns.
- The class of the worst hold path reads in2async.
- In this run the tools logged warnings totalling 25.
- Sorting the synthesized cells by area gives the leading types as dfrtp_1, xnor2_1, ha_1.
- The minimum setup slack after placement is -0.2213 ns.
- The largest registers in the layout are Q (4).
- The post-route utilization of the core is recorded as 10.33%.
- For this run, the detailed router reports a per-instance via density of 2.014.
- The CTS buffer count reads 3.
- Per the detail_route report, inserted antenna diodes total 0.
- For this design, the slowest cell found on the critical path is clkdlybuf4s50_1.
- The worst-case setup margin in the final layout reads 0.1132 ns.
- The maximum frequency from static timing analysis reads 0.6726 GHz.
- The stage delay of the slowest cell on the critical path reads 0.47 ns.
- At the floorplan stage, the core utilization is reported as 5.018%.
- The multi-input combinational cells in the finished layout cover a total of 72.57 um2.
- The aggregate routed wire length reads 513 um.
- The power density over the cells is 1683 nW/um2.
- Summed over all nets, the half-perimeter wirelength after detailed placement is 401.4 um.
- The number of H-tree levels is 1.
- The number of hold-slack violations in the final timing report is 0.
- The flip-flop count of the largest register after layout reads 4.
- The post-layout period usage of the worst path is 92.93%.
- The leakage component of the power is 0.1445 nW.
- The number of DRC violations after detailed-routing iteration 0 reads 4.
- The registers of the reported paths see a clock transition of 0.04 ns.
- Subtracting the final worst setup slack from the clock period gives 1.487 ns.
- The most common logic cells in the final layout are dfrtp_1, clkdlybuf4s50_1, buf_4, clkbuf_4, dlygate4sd2_1.
- The die boundary height is 80 um.
- The actual slew at the worst max-slew pin is 0.1509 ns.
- The cell count listed in synth_stat.txt reads 14.
- The I/O pin count reads 8.
- The floorplan has 21 rows.
- The final cell count without fillers is 74.
- Entering global routing, the biggest net connects 5 pins.
- The die outline width is 80 um.
- The CTS sink count is 4.
- Counting tap cells, the placed design contains a total of 69 instances.
- In this run the cell area measured after placement is 314.1 um2.
- Across all hold checks on the routed design, the worst slack comes to 0.2626 ns.
- The synthesized design devotes to its leading area cell type 58.39% of total area.
- The overall overflow remaining after global route reads 0.
- The number of global-route vias before repair is 169.
- The number of nets with antenna violations after detailed routing is 0.
- The largest register by flop count is Q.
- The synthesis-stage register bit count reads 4.
- Among cell families on the critical path, the largest total delay comes from buffers and inverters.
- The vias after detailed routing is 149.
- The worst path buffer plus inverter count reads 2.
- The sequential cell area in the final layout is 100.1 um2.
- At the later pin of the worst-skew pair, clock insertion delay measures 0.24 ns.
- The worst vdd rail ir drop reads 0.0003045 V.
- The relative slew slack is 89.93%.
- The number of buffers between clock root and the deepest sink is 2.
- After detailed routing, the number of remaining DRC violations is 0.
- Port buffering added 7 buffers.
- The number of failing setup endpoints in the final timing report is 0.
- The area of the placeable core is 3416 um2.
- The flow ran to the end, and the final reports show no timing, DRC or antenna violations.
- The number of maximum-capacitance violations recorded for the run is 0.
- The number of filler cells placed in the layout is 401.
- The number of antenna violations at the first check in global routing is 0.
- The number of different library cells used by synthesis comes to 9.
- The final routed wire length divided by cell count reads 6.932 um.
- Each instance of the synthesized netlist takes up on average 12.24 um2.
- The class of the most critical setup path is reg2out.
- The completed layout was analyzed and its total power is 593.7 uW.
- The total die area reads 6400 um2.
- The wire length of the first global-routing pass reads 841 um.
- The fraction of layout cells with a size suffix above 1 is 35.71%.
- The Yosys chip area reads 171.4 um2.
- The aggregate global-route resource usage is 1.879%.
- The first-pass iteration count of the detailed router is 2.
- The clock tree from TritonCTS reads built.
- Synthesis handed over a netlist of 14 instances.
- The number of warnings issued by yosys is 1.
- The report lists the cells along the critical path as buf_4 -> clkdlybuf4s50_1.
-- worst register-to-register path, stage by stage (launching register included) --
cell	delay [ns]
dfrtp_1	0.37
ha_2	0.27
mux2_2	0.26
-- power by group --
group          leakage [nW]  total, mW  internal [mW]  switching, mW
Combinational        0.0838      0.268          0.189         0.0794
Sequential           0.0469      0.200          0.156         0.0436
Clock                0.0138      0.126         0.0839         0.0421
Total                 0.145      0.594          0.429          0.165
-- area by class of cell --
class / count / area share, %
clock buffer: 3 / 6.383
multi-input combinational: 9 / 20.57
timing repair buffer: 11 / 27.30
sequential: 4 / 28.37
tap: 46 / 16.31
inverter: 1 / 1.064
-- path summary, 6_finish.rpt --
path	startpoint	endpoint	slack [ns]	cells after the start
max	Q[1]	Q[1]	0.11	2
min	RESET	Q[3]	0.26	2
max reg2reg	Q[1]	Q[1]	0.59	2
min reg2reg	Q[3]	Q[3]	0.51	1
max in group asynchronous	RESET	Q[0]	1.19	2
min in group clk0	Q[3]	Q[3]	0.51	1
-- kinds of logic (layout without fill, tap and decap cells) --
family / after synthesis / in the layout / share of synthesized area, %
flops: 4 / 4 / 58.40
simple gates: 4 / 4 / 10.22
xor+xnor: 3 / 3 / 15.33
fa+ha+maj: 1 / 1 / 7.298
mux: 1 / 1 / 6.569
buf+inv: 1 / 15 / 2.188
-- Yosys cell counts, drive strengths merged --
library cell and number:
nand2 2, nand4 1, inv 1, xnor2 2, xor2 1, mux2 1, nor2 1, dfrtp 4
ha 1
-- repair_timing --
| item | in CTS | in global routing |
|---|---|---|
| endpoints found under the hold margin | 0 | 0 |
| endpoints found under the setup margin | 1 | 0 |
| setup buffers | 2 | 0 |
| gates resized | 5 | 0 |
-- routing by layer --
layer / share of wire [%] / GRT usage (%) / vias to the layer above
li1: - / - / 73
met3: 35 / 3.523 / 0
met5: 0 / 0 / -
met4: 0 / 0.3521 / 0
met1: 44 / 2.204 / 65
met2: 21 / 1.204 / 11
Power and IR drop assume default switching activity.
